**flow/run.sh**
```bash
#!/bin/bash
# OpenROAD 26Q1-2900-gdf79404cd8, Yosys 0.63+post, stock flow scripts
make -C /OpenROAD-flow-scripts/flow DESIGN_CONFIG=/design/flow/config.mk WORK_HOME=/design/flow/orfs finish
```
**flow/design.v**
```verilog
module decoder_10to1024 (
		input [9:0] in,
		output [1023:0] y);
assign y= 1<<in;
endmodule
```
**flow/config.mk**
```make
export PLATFORM = sky130hd
export DESIGN_NAME = decoder_10to1024
export DESIGN_NICKNAME = decoder_10to1024
export VERILOG_FILES = /design/flow/design.v
export SDC_FILE = /design/flow/constraint.sdc
export NUM_CORES = 4
export LEC_CHECK = 1
export CORE_AREA = 10 10 398 398
export DIE_AREA = 0 0 408 408
```
**flow/constraint.sdc**
```tcl
current_design decoder_10to1024

set clk_period 20.9
set clk_io_pct 0.2

create_clock -name clk0 -period $clk_period

set non_clock_inputs [all_inputs -no_clocks]
set_input_delay [expr $clk_period * $clk_io_pct] -clock clk0 $non_clock_inputs
set_output_delay [expr $clk_period * $clk_io_pct] -clock clk0 [all_outputs]
```
==> run notes <==
Physical implementation.

- The flow ran to the end, and the final reports show no timing, DRC or antenna violations.
- The aoi/oai-family share of the synthesized area is 0%.
- The number of global-route vias before repair was 14710.
- The final route contains 15480 vias.
- The first global-routing pass estimated 131100 µm of wire.
- Power spread over the standard cell area amounts to 6.427 nW/µm².
- In the post-route report, total wirelength is listed as 98970 µm.
- The post-CTS setup buffer count is 0.
- The final hold violation count recorded for this run is 0.
- After detailed routing, the average wire length per cell comes to 23.30 µm.
- Per STA, the worst path accumulates the most delay in the family buffers and inverters.
- The critical-path maximum fanout is 60.
- Traced cell by cell, the critical path runs through clkdlybuf4s50_1, buf_4, nand2b_4, buf_4, buf_4, buf_4, nor3_1, clkdlybuf4s50_1.
- The count of port buffers added during placement is 1034.
- The final weighted congestion of routability-driven global placement is 0.8124.
- After synthesis, the share of cell area in mux cells is 0%.
- In this run the layout overhead on the synthesized area is reported as 136.7%.
- In this run, the number of DRC markers left after iteration 0 of detailed routing was 1488.
- The signal arrival time at the worst endpoint is 7690 ps.
- Max-cap violations in this run came to 0.
- The overall fraction of global-route tracks in use is 11.03%.
- The synthesized area per cell is 5.879 µm².
- The longest individual stage delay on the worst path is 650 ps.
- The worst hold slack across all endpoints is 9426 ps.
- The number of gates resized after CTS was 0.
- Looking at the setup timing report, the critical path kind is input port to output port.
- The warning tally printed by Yosys for this design is 0.
- The width of the die is 408 µm.
- The power report shows net switching accounting for 83.92% of the total.
- The leakage power of the design is 4.315 nW.
- The initial antenna violation count came to 9.
- The power report lists cell-internal power as 21.18 µW.
- For reference, simple AND, OR, NAND and NOR cells occupy 78.90% of the area reported after synthesis.
- The floorplan step defined a die boundary enclosing 166500 µm².
- sky130_fd_sc_hd__nor3_1 takes more of the synthesized area than any other cell.
- The share of the core filled by cells before placement is 5.782%.
- The number of standard-cell rows in the floorplan is 142.
- The design has 0 sequential cells.
- Entering global routing, the biggest net connects 66 pins.
- The worst-case IR drop observed on VDD is 6.275 µV.
- The most numerous cell type found on the critical path is sky130_fd_sc_hd__buf_4.
- Post-route period utilization is reported as 56.80%.
- The final core area utilization is 13.69%.
- Subtracting the final worst setup slack from the clock period gives 11870 ps.
- The floorplan step defined a core boundary enclosing 149800 µm².
- The height of the chip is 408 µm.
- The peak clock frequency supported by timing is 0.08424 GHz.
- For the final routed database, the setup TNS stands at 0 ps.
- The number of primary I/O pins is 1034.
- Hold repair after CTS inserted 0 buffers.
- The number of warnings the tools reported is 32.
- The placed wire-length estimate is 74770 µm.
- Per the placement report, the placed cell count is 4246.
- The worst hold path belongs to the class input port to output port.
- The number of clock buffers in the layout is 0.
- In this run the power spent charging and discharging nets is 110.6 µW.
- The worst setup path is captured at an output port.
- STA on the placed design reports a worst setup slack of 9075 ps.
- The area figure in the yosys stat output is 8660 µm².
- After synthesis, the largest area contributor takes up 49.47% of total cell area.
- The cell area that synthesis handed to floorplanning was 8660 µm².
- Setup slack on the critical path of the routed design comes to 9029 ps.
- The fraction of layout cells with a size suffix above 1 is 12.20%.
- Fill cells in the final layout number 17070.
- The overflow left after global routing is 0.
- For the pin with the worst max-slew slack, the measured transition is 891.1 ps.
- The remaining max-slew budget at the tightest pin is 40.59%.
- Setup repair after global routing left no endpoint under its margin.
- The synthesis report lists the most area-consuming cells as sky130_fd_sc_hd__nor3_1, sky130_fd_sc_hd__nor3_2, sky130_fd_sc_hd__buf_2.
- Once layout is complete, the cells apart from fillers number 4248.
- The number of standard cells reported by yosys is 1473.
- The timing report shows that the slowest cell on the worst path is sky130_fd_sc_hd__buf_4.
- The last timing report of the flow puts the setup violation total at 0.
- In the Yosys stats the netlist draws on 26 distinct library cells.
- The dominant kind of combinational cell is simple AND/OR/NAND/NOR gates.
- The share of synthesized cell area in full adder, half adder and majority cells is 0%.
- For this run, the register share of the synthesized area comes to 0%.
- The type of element launching the critical path is an input port.
- The required time at the worst endpoint is listed as 16720 ps.
- For reference, the final report shows the max-slew violation count at 0.
- The number of buffers and inverters on the critical path is 6.
- The number of cells produced by synthesis is 1473.
- Before antenna repair, the detailed router went through 5 iterations.
- Summing all multi-input logic gate instances after layout gives 7091 µm².
- Nets still carrying antenna violations after routing amount to 0.
- In this run, the synthesized area fraction spent on xor and xnor cells is recorded as 0%.
- The area occupied by registers is 0 µm².
- The total DRC errors in the routed layout is 0.
- The script logs the ratio of routed vias to standard cells as 3.645.
==> worst paths after layout <==
path | slack, ps | start | endpoint | depth (start not counted)
max | 9030 | in[6] | y[276] | 8
min | 9430 | in[5] | y[955] | 4
==> synthesized netlist by cell type, drive strengths merged <==
library cell	count
clkbuf	125
or4b	18
nand4	6
nand2b	4
buf	228
or4	4
nand4bb	27
nand4b	21
or3	2
or3b	3
nand3	1
nand3b	3
nand2	3
nor4	16
or2	2
nor3	1008
or4bb	2
==> metrics by stage <==
step	total power [mW]	instance area, µm²
floorplan	0.08056	8660
global placement	0.1317	20490
detailed placement	0.1326	20490
CTS	0.1328	20490
global route	0.1389	20490
finish	0.1317	20500
==> per-layer routing <==
metal / global-route usage [%] / vias up / part of all wire [%]
met5: 0 / - / 0.021
met4: 1.564 / 4 / 1.3
met3: 3.059 / 97 / 9.1
met2: 19.12 / 969 / 49
met1: 13.81 / 7528 / 40
li1: - / 6886 / -
==> layout by cell type (no fill, tap or decap) <==
cell type,instances
sky130_fd_sc_hd__buf_2,8
sky130_fd_sc_hd__buf_4,76
sky130_fd_sc_hd__clkdlybuf4s50_1,1026
sky130_fd_sc_hd__diode_2,2
sky130_fd_sc_hd__nand2_1,1
sky130_fd_sc_hd__nand2_4,2
sky130_fd_sc_hd__nand2b_1,1
sky130_fd_sc_hd__nand2b_2,1
sky130_fd_sc_hd__nand2b_4,2
sky130_fd_sc_hd__nand3_1,1
sky130_fd_sc_hd__nand3b_1,3
sky130_fd_sc_hd__nand4_1,5
sky130_fd_sc_hd__nand4_4,1
sky130_fd_sc_hd__nand4b_1,16
sky130_fd_sc_hd__nand4b_2,4
sky130_fd_sc_hd__nand4b_4,1
sky130_fd_sc_hd__nand4bb_1,16
sky130_fd_sc_hd__nand4bb_4,11
sky130_fd_sc_hd__nor3_1,856
sky130_fd_sc_hd__nor3_2,152
sky130_fd_sc_hd__nor4_1,16
sky130_fd_sc_hd__or2_2,1
sky130_fd_sc_hd__or2_4,1
sky130_fd_sc_hd__or3_1,1
sky130_fd_sc_hd__or3_4,1
sky130_fd_sc_hd__or3b_1,2
sky130_fd_sc_hd__or3b_2,1
sky130_fd_sc_hd__or4_1,2
sky130_fd_sc_hd__or4_4,2
sky130_fd_sc_hd__or4b_1,10
sky130_fd_sc_hd__or4b_4,8
sky130_fd_sc_hd__or4bb_1,2
==> power by group through the flow <==
stage / logic, mW / clock network [mW] / registers [mW]
global route: 0.139 / 0 / 0
CTS: 0.133 / 0 / 0
==> cell type report <==
type	count	share of cell area, %
antenna	2	0.02442
tap	2016	12.31
multi-input combinational	1120	34.59
timing repair buffer	1110	53.08
==> kinds of logic after synthesis <==
| logic type | after synthesis |
|---|---|
| AND/OR/NAND/NOR | 1120 |
| buffers and inverters | 353 |
Power and IR drop assume default switching activity.
