**design.v**
```verilog
`timescale 1ns / 1ps
module Multiplier8bit(
    input [7:0] a,
    input [7:0] b,
    output [15:0] p
    );
    wire [7:0] p0;
    wire [8:0] p1;
    wire [9:0] p2;
    wire [10:0] p3;
    wire [11:0] p4;
    wire [12:0] p5;
    wire [13:0] p6;
    wire [14:0] p7;
    wire [15:0] s [6:0];
    assign p0= {8{a[0]}} & b[7:0];
    assign p1= {8{a[1]}} & b[7:0];
    assign p2= {8{a[2]}} & b[7:0];
    assign p3= {8{a[3]}} & b[7:0];
    assign p4= {8{a[4]}} & b[7:0];
    assign p5= {8{a[5]}} & b[7:0];
    assign p6= {8{a[6]}} & b[7:0];
    assign p7= {8{a[7]}} & b[7:0];
    assign s[0]=p0+(p1<<1);
    assign s[1]=s[0]+(p2<<2);
    assign s[2]=s[1]+(p3<<3);
    assign s[3]=s[2]+(p4<<4);
    assign s[4]=s[3]+(p5<<5);
    assign s[5]=s[4]+(p6<<6);
    assign s[6]=s[5]+(p7<<7);
    assign p= s[6];
endmodule
```
**run.sh**
```bash
#!/bin/bash
# OpenROAD 26Q1-2900-gdf79404cd8, Yosys 0.63+post, stock flow scripts
make -C /OpenROAD-flow-scripts/flow DESIGN_CONFIG=/design/flow/config.mk WORK_HOME=/design/flow/orfs finish
```
**config.mk**
```make
export PLATFORM = sky130hd
export DESIGN_NAME = Multiplier8bit
export DESIGN_NICKNAME = Multiplier8bit
export VERILOG_FILES = /design/flow/design.v
export SDC_FILE = /design/flow/constraint.sdc
export NUM_CORES = 4
export LEC_CHECK = 1
export CORE_UTILIZATION = 30
```
**constraint.sdc**
```tcl
current_design Multiplier8bit

set clk_period 11.8
set clk_io_pct 0.2

create_clock -name clk0 -period $clk_period

set non_clock_inputs [all_inputs -no_clocks]
set_input_delay [expr $clk_period * $clk_io_pct] -clock clk0 $non_clock_inputs
set_output_delay [expr $clk_period * $clk_io_pct] -clock clk0 [all_outputs]
```
==> flow_summary.ini <==
; implementation run metrics
[global_route]
grt_pass1_vias = 1474
grt_pass1_wl_mm = 6.44
grt_overflow = 0
antenna_found_initial = 0
grt_usage_pct = 12.3
grt_max_degree = 9

[cells_and_area]
final_common_cell = and2_1
instances_no_fill = 316
drive_gt1_share_pct = 3.73
syn_to_final_growth_pct = 21.3
final_cell_mix = 47 x and2_1, 38 x fa_1, 35 x inv_1
clock_buffers = 0
flops = 0
seq_area_um2 = 0

[synth]
yosys_warnings = 1
logic_family = adder cells
top_cells_by_area = fa_1 39%, ha_1 20%, and2_1 15%
syn_avg_cell_area_um2 = 9.29
yosysChipArea_mm2 = 0.00194
yosysCellCount = 209
synth_cells = 209
synth_cell_types = 26
yosys.area.top_type_share_pct = 39.2
ys_sh_adder_pct = 59.2
yosysTopAreaCell = fa_1
synth_xor_xnor_area_share_pct = 4.51
mux_share_pct = 0
syn_area_mm2 = 0.00194
yosys.area_share.simple_pct = 22.8
aoi_share_pct = 6.71
postSynthSeqShare_pct = 0

[critical_path]
end_kind = output port
cp.required_ps = 9440
path_class = in -> out
arrival_ps = 7230
cp-start-kind = input pin
cp_max_fo = 8
setup.worst_path.start = b[7]

[sta]
maxSlewHeadroom_pct = 80.0
setup_viol = 0
fin_crit_sh_pct = 81.3
tightest_slew_ps = 300
whs_ps = 5830
setup_slack_ps = 2210
fmax_mhz = 104
finalCriticalPeriod_ps = 9590
tns_ps = 0
hold_viol = 0
rsz0062_at_grt = no
final-max-slew-violation-count = 0

[placed_design]
dp_hpwl_mm = 3.05
io_buffers = 32
gp_congestion = 0.810
pre_cts_slack_ps = 2230
dp_cells = 316

[drt]
wire_per_inst_um = 11.1
diodes = 0
via_per_inst = 4.61
num_vias = 1458
dr.first_iter.drc_count = 20
postRouteAntennaNets = 0
drt_wl_total_mm = 3.50
post-route-drc-count = 0
drtPass1Iterations = 4

[floorplan]
fp-utilization_pct = 31.8
core_mm2 = 0.00610
rows = 28
die-height_um = 82.4
boundaryPins = 32
dieWidth_um = 82.4
die_area_mm2 = 0.00679

[hold_path]
min_to = p[0]
min_path_cells = 3
hold_path_class = in -> out
worstHoldStart = b[0]

[clock_network]
holdBufCountCts = 0
cts_resized = 0
postCtsSetupRepairBufs = 0

[power]
p_per_area_mw_per_mm2 = 135
vdd_ir_drop_max_uv = 114
p_leak_nw = 1.19

[run]
max_cap_violations = 0
warnings = 32

[status]
status = finished, final reports clean
cell usage after synthesis, drive strengths merged:
| cell | instances |
|---|---|
| nor2 | 1 |
| nand2b | 2 |
| nand3 | 1 |
| ha | 31 |
| o31a | 1 |
| o21ai | 4 |
| or2 | 1 |
| and2 | 47 |
| xor2 | 4 |
| nor3 | 1 |
| a21oi | 5 |
| or3 | 1 |
| xnor2 | 6 |
| nand2 | 21 |
| and3 | 3 |
| o41ai | 2 |
| a31oi | 1 |
| fa | 38 |
| inv | 35 |
| nand4 | 1 |
| a21o | 2 |
| a211oi | 1 |
worst max-delay path, cell delays in order:
cell and delay (ps):
clkdlybuf4s50_1 530, and2_1 240, fa_1 540, inv_1 60, fa_1 530, inv_1 50
fa_1 530, inv_1 50, fa_1 520, inv_1 40, ha_1 340, and3_2 240
a211oi_2 270, nand2b_2 110, a31oi_2 210, xnor2_1 140, clkdlybuf4s50_1 470
area by class of cell:
| cell class | count | area (um2) |
|---|---|---|
| Timing Repair Buffer | 32 | 320 |
| Multi-Input combinational cell | 174 | 1810 |
| Tap cell | 75 | 93.8 |
| Inverter | 35 | 131 |
| Fill cell | 616 | 3740 |
layer usage:
layer  vias to the layer above  wire length (um)  GRT usage (%)  share of wire, %
li1                        723                 -              -                 -
met1                       705              1770           18.9                50
met2                        30              1590           21.0                45
met3                         0               141          0.557               4.0
met4                         0                 0              0                 0
met5                         -                 0              0                 0
through the flow:
stage | instance area, um2 | total power [mW] | utilization, %
detailed placement | 2350 | 0.322 | 38.6
floorplan | 1940 | 0.184 | -
global placement | 2350 | 0.324 | 38.6
CTS | 2350 | 0.326 | 38.6
finish | 2350 | 0.318 | 38.6
global route | 2350 | 0.366 | 38.6
cells by family (layout without fill, tap and decap cells):
group,count (synthesis),in the layout
compound gates,16,16
xor+xnor,10,10
fa+ha+maj,69,69
buf+inv,35,67
simple gates,79,79
worst max-delay path by stage:
stage	depth (start not counted)	end	slack [ps]
CTS	17	p[14]	2200
global route	17	p[14]	1960
finish	17	p[14]	2210
power breakdown:
| part | internal [mW] | switching [mW] | total [mW] |
|---|---|---|---|
| registers | 0 | 0 | 0 |
| logic | 0.183 | 0.135 | 0.318 |
| clock network | 0 | 0 | 0 |
Power and IR drop assume default switching activity.
